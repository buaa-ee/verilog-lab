==> design.v <==
module generator(
    input  wire clk_10m, rst_n,
    output reg  out
    );
    reg [8:0] counter_500;
    always @(posedge clk_10m or negedge rst_n) begin
        if (~rst_n) begin
            counter_500 <= 0;
            out <= 0;
        end else begin
            if (counter_500 == 500) counter_500 <= 0;
            else begin
                counter_500 <= counter_500 + 1;
                if (counter_500 == 200) out <= 1;
                else if (counter_500 == 300) out <= 0;
            end
        end
    end
endmodule
==> run.sh <==
#!/bin/bash
# OpenROAD 26Q1-2900-gdf79404cd8, Yosys 0.63+post, stock flow scripts
make -C /OpenROAD-flow-scripts/flow DESIGN_CONFIG=/design/flow/config.mk WORK_HOME=/design/flow/orfs finish
==> config.mk <==
export PLATFORM = sky130hd
export DESIGN_NAME = generator
export DESIGN_NICKNAME = generator
export VERILOG_FILES = /design/flow/design.v
export SDC_FILE = /design/flow/constraint.sdc
export NUM_CORES = 4
export LEC_CHECK = 1
export CORE_AREA = 10 10 70 70
export DIE_AREA = 0 0 80 80
==> constraint.sdc <==
current_design generator

set clk_period 2.2
set clk_io_pct 0.2

create_clock -name clk0 -period $clk_period [get_ports {clk_10m}]

set non_clock_inputs [all_inputs -no_clocks]
set_input_delay [expr $clk_period * $clk_io_pct] -clock clk0 $non_clock_inputs
set_output_delay [expr $clk_period * $clk_io_pct] -clock clk0 [all_outputs]
==> results.md <==
| Metric | This run |
| --- | --- |
| Buffers added on ports | 2 |
| Total grt overflow | 0 |
| DRT antenna net count | 0 |
| Setup slack of the worst register-to-register path | 590 ps |
| Number of placed I/O pins | 3 |
| Fraction of the core area occupied by cells at floorplan | 16.6% |
| Crit. End Element | flop |
| Path category of the worst min-delay check | in2async |
| Worst-case reg-to-reg path depth | 5 |
| Cts repair resizes | 0 |
| Avg Inst Size Synth | 9.94 µm² |
| Distinct cell type count after synthesis | 27 |
| Critical Path Source | counter_500[0] |
| Count of synthesis-stage warnings from yosys | 1 |
| Most used logic cell in the final layout | dfrtp_1 |
| Power density over cell area | 533 mW/mm² |
| Worst voltage drop across the vdd grid | 0.135 mV |
| Reg-to-reg critical path startpoint | counter_500[0] |
| Synthesis-to-finish area growth | 16.1% |
| Number of global-route vias before repair | 408 |
| Static leakage power | 0.248 nW |
| Highest Clock Rate | 620 MHz |
| Register share after synthesis | 44.2% |
| Clock root buffer | clkbuf_4 |
| Relative slew slack | 60.8% |
| Area of the die | 0.00640 mm² |
| DRT iter0 DRCs | 21 |
| Worst setup path endpoint | counter_500[3] |
| Number of warning messages in the logs | 26 |
| Max Buffers Root-to-Sink | 2 |
| # rows | 21 |
| All-Layer GR Usage | 3.67% |
| WL/cell | 9.88 µm |
| CTS tree | yes |
| Number of cells in Yosys stat | 57 |
| TritonCTS buffer count | 3 |
| Final total power | 351 µW |
| Outcome | complete, no violations |
| Post-synthesis cell area | 567 µm² |
| Antenna diode count | 0 |
| Die extent in y | 80 µm |
| Routed wire length | 1060 µm |
| Final setup vio count | 0 |
| Required arrival time at the worst endpoint | 2320 ps |
| Met1 Use GR | 5.04% |
| Half-perimeter wire length after detailed placement | 780 µm |
| Wire length of the first global-routing pass | 1930 µm |
| # DRC | 0 |
| Aggregate negative setup slack | 0 ps |
| Core Area | 0.00342 mm² |
| CP Max Fanout | 5 |
| Final GP Congestion | 0.799 |
| DR pass1 iterations | 4 |
| Setup Crit Path Kind | reg2reg |
| Synth Instances | 57 |
| Final worst path period need | 1610 ps |
| End of the worst register-to-register path | counter_500[3] |
| Clk_skew | 4.67 ps |
| Commonest cells after routing, fill and taps aside | dfrtp_1, nor2_1, inv_1, nand3_1, nand2_1 |
| Maximum number of pins on one net before global-route repair | 11 |
| Clock transition at the registers of the reported paths | 70 ps |
| Unrepaired setup endpoints after global routing | no |
| Via density per instance | 4.13 |
| Max-capacitance violation count | 0 |
| Number of antenna violations at the first check in global routing | 0 |
| CP Data Arrival Time | 1740 ps |
| Fraction of layout instances using a drive strength above 1 | 11.5% |
| Post-CTS setup repair buffer count | 0 |
| Hold bufs inserted after CTS | 0 |
| Number of failing hold endpoints at the final stage | 0 |
| Total via count in the routed design | 442 |
| Number of sinks on the clock net | 10 |
| CTS HTree Levels | 1 |
| Share of the cycle needed by the critical path after routing | 73.4% |
| Global-route met2 utilization | 4.98% |
| Final Slew Violations | 0 |
| Area figure in the yosys stat output | 567 µm² |
| Number of fillers in the final layout | 377 |
| Startpoint type of the worst setup path | flop |
| Clock latency on the worst-skew pair | 260 ps |
| Measured slew at the worst slew-check pin | 584 ps |
| Die width | 80 µm |
| Synthesized registers | 10 |
| Grt met3 use | 2.05% |
| Global routing's busiest layer | met1 |
[cells by family after synthesis]
group | Yosys count | synth area share (%)
AND-OR/OR-AND | 10 | 12.4
adder cells (fa/ha/maj) | 2 | 4.41
AND/OR/NAND/NOR | 25 | 25.6
XOR/XNOR | 2 | 3.09
flip-flops | 10 | 44.2
buffers and inverters | 6 | 6.62
multiplexers | 2 | 3.75
[sequential cells by signal, indices dropped and copies added (netlist names)]
register and flops:
counter_500 9, out 1
[report_power, final]
group / switching, mW / leakage [nW] / internal, mW
Sequential: 0 / 0.130 / 0.184
Clock: 0.0617 / 0.0210 / 0.100
Combinational: 0.00331 / 0.0968 / 0.00157
[cell type report]
type                       instances  area, µm²  area share, %
timing repair buffer               2       20.0           3.04
multi-input combinational         41        279           42.4
clock buffer                       4       36.3           5.51
sequential                        10        250           38.0
inverter                           4       15.0           2.28
tap                               46       57.6           8.75
[per-stage QoR]
step | std cells | cell area, µm² | setup slack [ps] | util [%] | hold WS [ps]
after global placement | 103 | 622 | 644 | 18.2 | 487
after global routing | 107 | 658 | 370 | 19.3 | 520
after detailed placement | 103 | 622 | 585 | 18.2 | 506
after floorplan | 57 | 567 | 846 | - | 144
after CTS | 107 | 658 | 578 | 19.3 | 500
final | 107 | 658 | 586 | 19.3 | 481
[layer usage]
metal | wire, µm | vias to the layer above
met1 | 482 | 212
met5 | 0 | -
li1 | - | 213
met4 | 12 | 0
met3 | 104 | 2
met2 | 458 | 15
[critical path: stages (launching register included)]
cell	delay [ps]
dfrtp_1	420
inv_1	70
ha_1	180
nand3_1	160
nor3_1	540
nor2_1	110
[synthesized netlist by cell type, drive strengths merged]
master | instances | area [µm²]
buf | 2 | 22.5
nor3 | 2 | 10.0
dfrtp | 10 | 250
nand4 | 1 | 6.26
mux2 | 1 | 11.3
nand2b | 1 | 6.26
o31ai | 1 | 7.51
a41oi | 1 | 8.76
or3 | 2 | 12.5
nor2 | 5 | 18.8
or2b | 1 | 8.76
o211ai | 1 | 7.51
nand3 | 5 | 30.0
nand3b | 1 | 7.51
xnor2 | 1 | 8.76
ha | 2 | 25.0
nand2 | 4 | 15.0
a21oi | 1 | 5.00
or4b | 2 | 20.0
a22o | 1 | 8.76
o221ai | 2 | 17.5
nor4bb | 1 | 10.0
o21ai | 3 | 15.0
inv | 4 | 15.0
xor2 | 1 | 8.76
mux2i | 1 | 10.0
[how the worst min path moves through the flow]
stage     slack, ps  depth (start not counted)        endpoint
6_report        480                          1             out
4_1_cts         500                          1             out
5_1_grt         520                          1  counter_500[2]
Power and IR drop assume default switching activity.
