File: /design/flow/run.sh
#!/bin/bash
# OpenROAD 26Q1-2900-gdf79404cd8, Yosys 0.63+post, stock flow scripts
make -C /OpenROAD-flow-scripts/flow DESIGN_CONFIG=/design/flow/config.mk WORK_HOME=/design/flow/orfs finish
File: /design/flow/config.mk
export PLATFORM = sky130hd
export DESIGN_NAME = calculator
export DESIGN_NICKNAME = calculator
export VERILOG_FILES = /design/flow/design.v
export SDC_FILE = /design/flow/constraint.sdc
export NUM_CORES = 4
export LEC_CHECK = 1
export CORE_AREA = 10 10 73 73
export DIE_AREA = 0 0 83 83
File: /design/flow/constraint.sdc
current_design calculator

set clk_period 1.0
set clk_io_pct 0.2

create_clock -name clk0 -period $clk_period [get_ports {clk}]

set non_clock_inputs [all_inputs -no_clocks]
set_input_delay [expr $clk_period * $clk_io_pct] -clock clk0 $non_clock_inputs
set_output_delay [expr $clk_period * $clk_io_pct] -clock clk0 [all_outputs]
File: /design/flow/design.v
module calculator (
    input  wire clk, rst_n,
    input  wire [2:0] in,
    input  wire [1:0] opcode,
    output reg [8:0] out
    );
    function [8:0] square (input [2:0] in);
        square = in*in;
    endfunction
    function [8:0] cube (input [2:0] in);
        cube = in*in*in;
    endfunction
    function [8:0] factorial (input [2:0] in);
        case (in)
            0: factorial = 1;
            1: factorial = 1;
            2: factorial = 1*2;
            3: factorial = 1*2*3;
            4: factorial = 1*2*3*4;
            5: factorial = 1*2*3*4*5;
            default: factorial = 0;
        endcase
    endfunction
    always @(posedge clk or negedge rst_n) begin
        if (~rst_n) out = 0;
        else begin
            case (opcode)
                0: out = square(in);
                1: out = cube(in);
                2: out = factorial(in);
                default: out = 0;
            endcase
        end
    end
endmodule
==> flow_summary_export.csv <==
group,metric,value,unit
min_path,hp-class,"primary input to asynchronous set/reset pin",
critical_path,path_cells,"buf_8, clkinvlp_4, nor2_4, ha_4, and2_4, fa_1, inv_2, fa_2, nor2b_4, o21a_1, nor3_1, nor3_1",
finish,layout-drive-gt1-share,44.2,%
yosys,synth_area,697,um2
clock_network,clockBufferDepth,2,
finish,largest_reg_flops,9,
yosys,async_flop_share,100,%
clock_network,cts.clk_slew.worst_paths,0.04,ns
yosys,xor_area_share,3.77,%
finish,seq_area,225,um2
yosys,yosys_area,697,um2
global_routing,grt_pass1_vias,737,
yosys,synth_flops,9,
global_routing,antenna_found_initial,0,
critical_path,required,1.14,ns
critical_path,crit_end,"out[7]",
sta,fmax,468,MHz
critical_path,critPathBufInv,3,
yosys,ys_seq_share,32.3,%
finish,fin_util,33.2,%
clock_network,clock-root-buffer,"clkbuf_8",
clock_network,holdBufCountCts,0,
yosys,common_cells,"dfrtp_1, ha_1, inv_1, nor2_1, nor3_1",
place,gp_congestion,0.838,
critical_path,cp.arrival,2.27,ns
critical_path,crit_top_cell,"nor3_1",
yosys,adder_share,21.9,%
place,portBuffers,15,
critical_path,crit_type,"primary input to flop",
drt,first_pass_iters,4,
global_routing,grt_pass1_wl,2.99,mm
sta,finalSetupViolCount,6,
critical_path,max_stage_delay,0.52,ns
drt,vias,700,
critical_path,cp_max_fo,2,
drt,routed_wl,1.73,mm
floorplanning,chipWidth,83,um
critical_path,worstSetupStartpoint,"in[2]",
drt,drc_errors,0,
drt,first_iter_violations,55,
clock_network,cts.sinks,9,
yosys,synthFlopType,"dfrtp_1",
place,post_dp_cell_area,1050,um2
yosys,synth_warnings,1,
yosys,ys_sh_simple,18.3,%
place,dp_hpwl,1.35,mm
floorplanning,core,3740,um2
yosys,top_area_cell,"dfrtp_1",
sta,timing.final.hold_violations,0,
yosys,avgSynthCellArea,8.93,um2
floorplanning,fp_util,18.6,%
global_routing,overflow,0,
yosys,ys_cells,78,
sta,min_period,2.14,ns
flow_run,log.warning_count,29,
yosys,synthTopLogicFamily,"adder cells",
flow_run,drv_cap,0,
clock_network,cts_tree,"done",
run_status,violations,"negative setup slack",
sta,grt_setup_unrepaired,"true",
finish,areaGrowthSynthToFinish,78.1,%
floorplanning,ios,16,
clock_network,cts_buffers,3,
sta,fin_setup_tns,-5.85,ns
critical_path,startpoint_type,"primary input",
pwr,max-vdd-ir-drop,0.242,mV
sta,hold_ws,0.251,ns
floorplanning,num_rows,22,
critical_path,crit_cells,12,
drt,num_antenna_cells,0,
finish,fillerInstances,384,
finish,finalInstanceArea,1240,um2
drt,wl_per_cell,10.3,um
floorplanning,die_h,83,um
run_status,status,"finished, violations left",
sta,maxSlewViolCount,0,
yosys,edf_count,0,
yosys,syn_inst,78,
finish,logic_area,533,um2
pwr,p_leak,0.000575,uW
sta,setup_ws,-1.14,ns
sta,period_used_share,214,%
critical_path,critPathCaptureType,"flop",
yosys,synth.area.top_cells,"dfrtp_1, ha_1, fa_1",
yosys,synthDistinctLibCells,23,
global_routing,track_usage,4.69,%
critical_path,cp_top_family,"adder cells",
yosys,top_area_share,32.3,%
global_routing,grt_max_degree,10,
drt,antenna_left,0,
yosys,aoi_share,15.1,%
floorplanning,die_area,6890,um2
pwr,total_power,1240,uW
yosys,synthMuxAreaShare,1.44,%
pwr,cellPowerDensity,1000,nW/um2
critical_path,critPathSlowestCell,"fa_1",
clock_network,cts_max_level,1,
drt,viasPerCell,4.17,
==> how the worst min path moves through the flow <==
stage / to / slack, ns
finish: out[5] / 0.25
CTS: out[5] / 0.26
global route: out[4] / 0.30
==> power breakdown <==
part | internal [uW] | switching [uW]
sequential | 391 | 5.66
combinational | 253 | 195
clock | 276 | 123
==> metal layers <==
layer  up-vias  GRT usage [%]  wire (um)
li1        350              -          -
met1       331           6.45        852
met2        15           7.33        759
met3         4           1.18         98
met4         0          0.769         23
met5         -              0          0
==> placed cells by master, fill, tap and decap left out, types with 2 or more instances in the layout <==
cell | synthesis | layout
buf_4 | 0 | 23
nor2_4 | 0 | 2
nor3_1 | 6 | 4
and2_4 | 0 | 2
o21a_1 | 3 | 3
clkbuf_8 | 0 | 3
buf_6 | 0 | 2
a21o_1 | 2 | 2
inv_2 | 3 | 5
nor2b_1 | 3 | 2
ha_4 | 0 | 4
clkdlybuf4s15_1 | 0 | 9
dlygate4sd2_1 | 0 | 2
xnor2_1 | 3 | 3
nor3_2 | 0 | 2
nor2_1 | 8 | 6
ha_1 | 9 | 5
nand3_1 | 3 | 3
o21ai_0 | 3 | 2
dfrtp_1 | 9 | 9
inv_1 | 8 | 5
o22ai_1 | 4 | 3
==> final cells by class <==
class | instances | area share (%)
clock buffers | 4 | 3.63
inverters | 11 | 3.63
multi-input cells | 57 | 42.9
flip-flops and latches | 9 | 18.1
well taps | 48 | 4.84
repair buffers | 39 | 26.8
==> per-stage QoR <==
step / cells / setup slack, ns
floorplan: 78 / -1.26
global placement: 158 / -1.87
detailed placement: 158 / -1.87
CTS: 166 / -1.20
global route: 168 / -1.23
finish: 168 / -1.14
==> kinds of logic after synthesis <==
family | after synthesis
and+or+nand+nor | 25
AOI/OAI and AO/OA | 16
buffers and inverters | 12
adders and majority gates | 11
DFF | 9
xor gates and xnor gates | 3
other | 1
muxes | 1
==> repair_timing <==
action | 4_1_cts | 5_1_grt
setup buffers | 4 | 2
resized | 42 | 12
hold endpoints to repair | 0 | 0
pin swaps | 12 | 9
endpoints found under the setup margin | 18 | 7
Power figures rest on the tool's default switching activity, not on a simulated workload.
