### flow/run.sh
#!/bin/bash
# OpenROAD 26Q1-2900-gdf79404cd8, Yosys 0.63+post, stock flow scripts
make -C /OpenROAD-flow-scripts/flow DESIGN_CONFIG=/design/flow/config.mk WORK_HOME=/design/flow/orfs finish
### flow/config.mk
export PLATFORM = sky130hd
export DESIGN_NAME = sequence_detect
export DESIGN_NICKNAME = sequence_detect
export VERILOG_FILES = /design/flow/design.v
export SDC_FILE = /design/flow/constraint.sdc
export NUM_CORES = 4
export LEC_CHECK = 1
export CORE_AREA = 10 10 70 70
export DIE_AREA = 0 0 80 80
### flow/constraint.sdc
current_design sequence_detect

set clk_period 1.0
set clk_io_pct 0.2

create_clock -name clk0 -period $clk_period [get_ports {clk}]

set non_clock_inputs [all_inputs -no_clocks]
set_input_delay [expr $clk_period * $clk_io_pct] -clock clk0 $non_clock_inputs
set_output_delay [expr $clk_period * $clk_io_pct] -clock clk0 [all_outputs]
### flow/design.v
module sequence_detect(
    input  wire clk, rst_n,
    input  wire in,
    output reg out
    );
    reg [4:0] state;
    parameter s0 = 5'b00001,
              s1 = 5'b00010,
              s2 = 5'b00100,
              s3 = 5'b01000,
              s4 = 5'b10000;
    always @(posedge clk or negedge rst_n) begin
        if(~rst_n) state <= s0;
        else case (state)
            s0 : state <= in ? s1 : s0;
            s1 : state <= in ? s2 : s0;
            s2 : state <= in ? s3 : s0;
            s3 : state <= in ? s4 : s0;
            s4 : state <= in ? s4 : s0;
            default: state <= s0;
        endcase
    end
    always @(state) begin
        out = (state == s4) ? 1 : 0;
    end
endmodule
==> flow_summary.yaml <==
# flow metrics
global_route:
  grt.busiest_layer: "met3"
  grt_util_met3_pct: 2.614
  globalRoute.totalOverflow: 0
  grt_first_pass_wirelength_um: 552
  antenna_found_initial: 0
  grtUsageMet1_pct: 1.206
  use_met2_pct: 1.043
  grt_pass1_vias: 125
  grt_max_degree: 6
  grt_usage_pct: 1.254
clock_network:
  postCtsSetupBuffers: 0
  cts.sinks: 5
  cts_tree: "built"
  cts-root-buf: "clkbuf_4"
  cts-resized-gates: 3
  clkLatencyLatePin_ns: 0.24
  clk_pin_slew_ns: 0.04
  numCtsBuffers: 3
  htree_levels: 1
  cts_hold_buf: 0
  clockBufferDepth: 2
drt:
  drcViolationCount: 0
  n_antenna_cell: 0
  viasPerCell: 1.531
  firstDrtPassIters: 2
  vias: 98
  post_drt_wl_per_cell_um: 4.859
  first_iter_violations: 2
  drtAntennaViolNets: 0
  wirelength_um: 311
cells_and_area:
  reg_top3: "state x5"
  post-route-util_pct: 7.985
  final_cell_area_um2: 272.8
  largest_register_ffs: 5
  drive_gt1_share_pct: 33.33
  syn2layout_area_growth_pct: 74.40
  largest_register: "state"
  layout_top_cell: "dfrtp_1"
  layout_top_cells: "dfrtp_1 (4), and2_1 (3), clkbuf_4 (3), clkdlybuf4s50_1 (2)"
place:
  placed_area_um2: 251.5
  numPortBuffers: 3
  preCtsSetupSlack_ns: 0.005177
  gp_congestion: 0.5981
timing:
  clock_skew_ns: 0.003412
  hold_viol_final: 0
  setup_viol: 0
  setup_tns_ns: 0
  slew_viol_final: 0
  fmax_ghz: 1.078
  period_used_pct: 92.73
  final.setup.worst_slack_ns: 0.07267
  rsz0062_at_grt: "no"
  min_period_ns: 0.9273
  slew_headroom_pct: 85.42
  tightest_slew_ns: 0.2181
logic_synthesis:
  synth_area_um2: 156.4
  ys_area_um2: 156.4
  synth.distinct_cells: 5
  synthCells: 10
  ys_seq_share_pct: 80.80
  numSynthFlops: 5
  ys_warn_count: 1
  synth_stat.cells: 10
  synth.avg_cell_area_um2: 15.64
setup_path:
  critPathMaxStageDelay_ns: 0.37
  worstSetupEndpointType: "output pin"
  r2r-end: "state[1]"
  critical_path.top_delay_family: "flip-flops"
  r2r_slack_ns: 0.24
  cp.depth: 1
  cp.buffers_inverters: 1
  startpoint: "state[1]"
  critPathLaunchType: "flop"
  crit_fanout: 2
  arrival_ns: 0.73
  critPathKind: "flop to output pin"
  r2r_cells: 2
  rr_startpoint: "state[1]"
  cp_cell_sequence: "buf_2"
  critPathSlowestCell: "dfrtp_1"
  required_ns: 0.80
  crit_path_end: "out"
floorplan:
  dieWidth_um: 80
  design.die.area_um2: 6400
  rows: 21
  die.size.y_um: 80
  initCoreUtil_pct: 4.579
  boundaryPins: 4
  core_area_um2: 3416
power_and_ir_drop:
  leakagePower_uw: 0.0001141
  ir_drop_mv: 0.2658
  power.density_nw_per_um2: 1729
  totalPowerFinal_uw: 471.7
flow_run:
  drv_cap: 0
  warning_count: 25
run_status:
  outcome: "finished, final reports clean"
worst_hold_path:
  hold_class: "input pin to asynchronous set/reset pin"
-- report_power, final --
part           internal, uW  switching [uW]
clock                   151            85.0
combinational          12.7            8.16
sequential              213            2.16
-- final cells by class --
cell class                      instances  area (um^2)
Timing Repair Buffer                    4        32.53
Multi-Input combinational cell          4        26.28
Inverter                                1        3.754
Sequential cell                         5        126.4
Fill cell                             410         3143
Tap cell                               46        57.56
Clock buffer                            4        26.28
-- kinds of logic after synthesis --
family          count (synthesis)  synth area share (%)
flops                           5                 80.81
simple gates                    3                 12.00
compound gates                  1                 4.802
buf+inv                         1                 2.398
-- worst register-to-register path: cells and delay by family, from the launching register on --
family | cells | cell delay [ns]
flip-flops | 1 | 0.37
AND-OR/OR-AND | 1 | 0.16
buffers and inverters | 1 | 0.13
-- routing by layer --
| metal | up-vias | part of all wire, % |
|---|---|---|
| met2 | 7 | 23 |
| met1 | 46 | 40 |
| li1 | 45 | - |
| met4 | 0 | 0 |
| met3 | 0 | 37 |
| met5 | - | 0 |
-- worst min path at each step --
stage / endpoint / slack [ns]
after CTS: state[2] / 0.18
after global routing: state[2] / 0.19
final: state[2] / 0.17
-- through the flow --
step	hold slack [ns]	std cells
5_1_grt	0.1868	64
6_report	0.1715	64
3_3_place_gp	0.4222	60
4_1_cts	0.1792	64
3_5_place_dp	0.4342	60
2_1_floorplan	-0.09559	10
-- synth_stat cells --
library cell / count / share of area [%]
dfrtp_1: 4 / 64
o21a_1: 1 / 4.8
dfstp_2: 1 / 17
and2_1: 3 / 12
inv_1: 1 / 2.4
